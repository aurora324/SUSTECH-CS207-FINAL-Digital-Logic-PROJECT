**run.sh**
```bash
#!/bin/bash
# OpenROAD 26Q1-2900-gdf79404cd8, Yosys 0.63+post, stock flow scripts
make -C /OpenROAD-flow-scripts/flow DESIGN_CONFIG=/design/flow/config.mk WORK_HOME=/design/flow/orfs finish
```
**config.mk**
```make
export PLATFORM = sky130hd
export DESIGN_NAME = tub_controller
export DESIGN_NICKNAME = tub_controller
export VERILOG_FILES = /design/flow/design.v
export SDC_FILE = /design/flow/constraint.sdc
export NUM_CORES = 4
export LEC_CHECK = 1
export CORE_UTILIZATION = 50
```
**constraint.sdc**
```tcl
current_design tub_controller

set clk_period 3.4
set clk_io_pct 0.2

create_clock -name clk0 -period $clk_period [get_ports {clk}]

set non_clock_inputs [all_inputs -no_clocks]
set_input_delay [expr $clk_period * $clk_io_pct] -clock clk0 $non_clock_inputs
set_output_delay [expr $clk_period * $clk_io_pct] -clock clk0 [all_outputs]
```
**design.v**
```verilog
`timescale 1ns / 1ps
module tub_controller(
    input clk,
    input [39:0] showing_text,
    output reg [7:0] tube_character_left,
    output reg [7:0] tube_character_right,
    output reg [7:0] tube_switch
    );
    parameter A = 8'b1110_1110,u = 8'b0011_1000,t = 8'b0001_1110,o = 8'b0011_1010,
    F = 8'b1000_1110,r = 8'b0000_1010,E = 8'b1001_1110,U = 8'b0111_1100,
    L = 8'b0001_1100,n = 8'b0010_1010,space = 8'b0000_0000,n1 = 8'b0110_0000,
    n2 = 8'b1101_1010,n3 = 8'b1111_0010,n4 = 8'b0110_0110,n5 = 8'b1011_0110,
    n6 = 8'b1011_1110,n7 = 8'b1110_0000,n8 = 8'b1111_1110,n9 = 8'b1111_0110,
    n0 = 8'b1111_1100,P = 8'b1100_1110,y = 8'b0111_0110,c = 8'b0001_1010,
    d = 8'b0111_1010,J = 8'b0111_1000,H = 8'b0110_1110,b = 8'b0011_1110;
    reg[2:0] cnt = 3'b000;
    reg[7:0] out;
    reg[16:0] cnt_clk = 0;
    wire tub_clk;
    assign tub_clk = cnt_clk[16];
    always@(posedge clk)
    begin
    cnt_clk <= cnt_clk+1;
    end
    always@(posedge tub_clk)
    begin
    cnt = cnt+1;
    case({showing_text[39-cnt*5],showing_text[38-cnt*5],showing_text[37-cnt*5],showing_text[36-cnt*5],showing_text[35-cnt*5]})
        5'b0_0000:out= n0;
        5'b0_0001:out= n1;
        5'b0_0010:out= n2;
        5'b0_0011:out= n3;
        5'b0_0100:out= n4;
        5'b0_0101:out= n5;
        5'b0_0110:out= n6;
        5'b0_0111:out= n7;
        5'b0_1000:out= n8;
        5'b0_1001:out= n9;
        5'b0_1010:out= A;
        5'b0_1011:out= u;
        5'b0_1100:out= t;
        5'b0_1101:out= o;
        5'b0_1110:out= F;
        5'b0_1111:out= r;
        5'b1_0000:out= E;
        5'b1_0001:out= U;
        5'b1_0010:out = P;
        5'b1_0011:out= L;
        5'b1_0100:out= n;
        5'b1_0101:out= space;
        5'b1_0110:out= y;
        5'b1_0111:out= c;
        5'b1_1000:out= d;
        5'b1_1010:out=J;
        5'b1_1011:out=H;
        5'b1_1100:out=b;
    endcase
    if(cnt<3'd4)
        begin
        tube_character_left=out;
        end
    else
        begin
        tube_character_right=out;
        end
    case(cnt)
        3'b111:tube_switch =  8'b10000000;
        3'b110:tube_switch =  8'b01000000;
        3'b101:tube_switch =  8'b00100000;
        3'b100:tube_switch =  8'b00010000;
        3'b011:tube_switch =  8'b00001000;
        3'b010:tube_switch =  8'b00000100;
        3'b001:tube_switch =  8'b00000010;
        3'b000:tube_switch =  8'b00000001;
    endcase
    end
endmodule
```
==> results.txt <==
flow finished, numbers: Synthesized registers=69, Fin. Hold Viols=0, Max Cap Viol=0, root buffer selected by CTS=clkbuf_8, CTS max path bufs=2, largest net degree at the start of global routing=~61, vias=4810, die area=0.0116 sq mm, Routability Congestion=0.950, row count=38, register pins left without a clock=around 52, drt total wl=14.7 mm, kind of critical path=flip-flop to flip-flop, max-slew violations=0, DRT antenna net count=0, Syn Area/Cell=9.38 sq um, Fmax achieved=662 MHz, outcome=completed, WHS=0.416 ns, DRT Pass-1 Iters=5, buffers added on ports=62, # resized after CTS=0, cells in synth_stat.txt=around 590, RSZ-0062 raised after global routing=false, mapped cell area=0.00556 sq mm, fin area=0.00619 sq mm, Worst-Skew Late Latency=0.25 ns, synthesis area per yosys=around 0.0056 sq mm, Pleak=2.02 nW, Worst-Margin Slew=between 0.8 and 0.9 ns, # hold bufs at CTS=0, Worst setup SP type=flip-flop, EDFF count, synth=14, endpoints left unconstrained=88, Hold Path Class=flip-flop to flip-flop, tool warnings=32, yosys warning tally=1, pwr dens=82.6 mW/mm^2, Area growth, synth to finish=11.3%, final core occ=0.571, cycle use final=0.444, Relative slew margins=0.407, I/O Pins=65, clock transition at the registers of the reported paths=0.07 ns, Die Span Y=107 um, H-tree depth=1, post-CTS setup buffer count=0, Cell Area, Placed=roughly 0.0061 sq mm, Post-Place Cells=761, synthesized instance count=~590, layout cell share with drive strength beyond 1=0.118, worst-case vdd ir drop=0.000349 V, initial antenna violation count=0, gr ovfl total=0, overall global routing resource usage=0.269, unique cell type count in the Yosys netlist=~83, logic area=between 0.003 and 0.004 sq mm, Worst EP required=3.53 ns, ys flop type=dfxtp_1, fp_density=0.513, chip width=107 um, # setup viols final=0, Iter 0 DRT Violations=289, DR vias/cell=~6.3, setup TNS=0 ns, Worst EP arrival=1.64 ns, Top cells excl fill/tap=62 x clkdlybuf4s50_1, 56 x nand2_1, 54 x dfxtp_1, 41 x nor2_1, 26 x mux4_2, DR WL/cell=19.2 um, Layout Skew=0.00591 ns, crit end category=flip-flop, DP Wirelength=11.2 mm, CP max FO=4, register area=0.00152 sq mm, fin cells=765, final-layout fill cell count=953, ys async rst share=0, CTS tree=yes, core area=0.0108 sq mm, Top cell excl fill/tap=clkdlybuf4s50_1, first-pass GRT wire length=approximately 23 mm, detailed-route DRC error count=0, min Tclk post-route=approximately 1.5 ns, Inserted Clock Buffers=3, vias in the first global route=4426, Antenna diodes=0, register share after synthesis=0.274
-- sequential cells by signal, indices dropped and copies added (netlist names) --
register / cells
out: 27
tube_character_left: 7
cnt_clk: 17
tube_switch: 8
tube_character_right: 7
cnt: 3
-- layout make-up --
class                   instances  area share
clock buffers                   3     0.00667
clock inverters                 1    0.000809
inverters                      14     0.00849
multi-input cells             467       0.599
flip-flops and latches         69       0.246
well taps                     140      0.0283
repair buffers                 71       0.111
-- cells by family (layout without fill, tap and decap cells) --
kind of cell,count (synthesis),in the layout,synth area share
muxes,70,70,0.202
xor gates and xnor gates,27,27,0.0452
DFF,69,69,0.274
AOI/OAI and AO/OA,146,146,0.198
other,1,2,0.000674
adders and majority gates,13,13,0.0292
buffers and inverters,58,89,0.0612
and+or+nand+nor,209,209,0.190
-- through the flow --
step	power (mW)	worst slack (ns)
after floorplan	0.283	2.03
after global placement	0.366	1.98
after detailed placement	0.367	1.91
after CTS	0.511	1.89
after global routing	0.538	1.71
final	0.511	1.89
-- cells in the mapped netlist (4+ instances only) --
master | n | area share
nand2_1 | 56 | 0.038
dfxtp_1 | 55 | 0.20
nor2_1 | 41 | 0.028
mux4_2 | 26 | 0.11
a21oi_1 | 24 | 0.022
mux2i_1 | 24 | 0.043
buf_2 | 20 | 0.018
o21ai_0 | 20 | 0.018
xnor2_1 | 19 | 0.030
and2_1 | 17 | 0.019
nand3_1 | 17 | 0.015
nor3_1 | 16 | 0.014
edfxtp_1 | 14 | 0.076
ha_1 | 13 | 0.029
mux2_2 | 12 | 0.024
inv_1 | 11 | 0.0074
clkbuf_1 | 10 | 0.0067
nor4_1 | 10 | 0.011
o22ai_1 | 10 | 0.011
a32o_1 | 9 | 0.016
and3_1 | 9 | 0.010
o22a_1 | 9 | 0.014
nor2b_1 | 8 | 0.0090
a22oi_1 | 7 | 0.0094
buf_4 | 7 | 0.0094
nand2b_1 | 7 | 0.0079
o21ai_1 | 6 | 0.0054
xor2_1 | 6 | 0.0094
a2bb2oi_1 | 5 | 0.0079
nand4_1 | 5 | 0.0056
o21a_1 | 5 | 0.0067
a31oi_1 | 4 | 0.0045
mux4_1 | 4 | 0.019
o211ai_1 | 4 | 0.0054
or3_1 | 4 | 0.0045
or4_1 | 4 | 0.0054
-- metal layers --
metal	track usage	vias up	routed length, um
met5	0	-	0
met4	0.0969	0	585
met3	0.0247	34	734
met2	0.429	179	7100
met1	0.396	2287	6290
li1	-	2310	-
-- worst max-delay path, cell delays in order, from the launching register on --
cell and delay [ns]:
dfxtp_1 0.37, and3_1 0.21, and3_1 0.22, nand3_1 0.11, nor2_1 0.20, nand4_1 0.14
xnor2_1 0.14
-- worst paths after layout --
check,slack [ns],from,cells past startpoint,to
max reg2reg,1.89,cnt_clk[6],6,cnt_clk[16]
min reg2reg,0.42,cnt_clk[0],1,cnt_clk[0]
max,1.89,cnt_clk[6],6,cnt_clk[16]
min,0.42,cnt_clk[0],1,cnt_clk[0]
-- report_power, final --
part	switching, mW	total, mW	internal (mW)
sequential	0	0.201	0.201
clock	0.0663	0.147	0.0812
combinational	0.0717	0.163	0.0911
No activity file was given, so power comes from the tool's default toggle rates.
