<file path="/design/flow/run.sh">
#!/bin/bash
# OpenROAD 26Q1-2900-gdf79404cd8, Yosys 0.63+post, stock flow scripts
make -C /OpenROAD-flow-scripts/flow DESIGN_CONFIG=/design/flow/config.mk WORK_HOME=/design/flow/orfs finish
</file>
<file path="/design/flow/config.mk">
export PLATFORM = sky130hd
export DESIGN_NAME = Buzzer
export DESIGN_NICKNAME = Buzzer
export VERILOG_FILES = /design/flow/design.v
export SDC_FILE = /design/flow/constraint.sdc
export NUM_CORES = 4
export LEC_CHECK = 1
export CORE_UTILIZATION = 50
</file>
<file path="/design/flow/constraint.sdc">
current_design Buzzer

set clk_period 10.1
set clk_io_pct 0.2

create_clock -name clk0 -period $clk_period [get_ports {clk}]

set non_clock_inputs [all_inputs -no_clocks]
set_input_delay [expr $clk_period * $clk_io_pct] -clock clk0 $non_clock_inputs
set_output_delay [expr $clk_period * $clk_io_pct] -clock clk0 [all_outputs]
</file>
<file path="/design/flow/design.v">
`timescale 1ns / 1ps
module Buzzer (
 input wire clk ,  
 input wire [4:0] note ,  
 output wire speaker  
  ) ;
  wire [31:0] notes [31:0];
  reg [31:0] counter ;
  reg pwm ;
  assign notes [0]= 0;
  assign notes [1]= 381680;
  assign notes [2]= 340136;
  assign notes [3]= 303030;
  assign notes [4]= 285714;
  assign notes [5]= 255102;
  assign notes [6]= 227273;
  assign notes [7]= 202429;
   assign notes [8]= 763360;
   assign notes [9]= 680272;
   assign notes [10]= 606060;
   assign notes [11]= 571428;
   assign notes [12]= 510204;
   assign notes [13]= 454546;
   assign notes [14]= 404858;
    assign notes [15]= 190840;
    assign notes [16]= 170068;
    assign notes [17]= 151515;
    assign notes [18]= 142587;
    assign notes [19]= 127551;
    assign notes [20]= 113637;
    assign notes [21]= 101215;
    assign notes[22]= 360808; 
    assign notes[23]= 321444; 
    assign notes[24]= 270301; 
    assign notes[25]= 240811; 
    assign notes[26]= 214538; 
  initial
    begin
      pwm = 0;
    end
  always @ ( posedge clk ) begin
    if ( counter < notes [note]|| note ==1'b0 ) begin
      counter <= counter + 1'b1 ;
    end else begin
       pwm =~ pwm ;
       counter <= 0;
     end
   end
   assign speaker = pwm ;  
endmodule
</file>
==> Changelog: implementation <==
### Metrics

* Status: completed
* Max-slew violations at 0
* Fmax at 184.8 MHz
* CP arrival at 5.43 ns
* Syn Area/Cell at 7.430 um^2
* Sequential share of the synthesized area at 23.32%
* FF-to-FF path depth at 7
* Grt ovf at 0
* Critical Path Fanout Max at 39
* Fin crit share at 53.59%
* Setup Buffers After CTS at 0
* Worst path required time at 10.12 ns
* Violation count after the first detailed-route iteration at 226
* Slew headroom at 41.27%
* Worst slew pin tran at 0.8809 ns
* Gate power share at 36.5%
* First-pass GRT wire length at 11.76 mm
* Hold Slack at 0.4776 ns
* Post-DP HPWL at 4.744 mm
* Vias per cell at 5.944
* Initial antenna violation count at 0
* Ys flops at 33
* Yosys stat area at 0.002875 mm^2
* Fraction of layout instances using a drive strength above 1 at 7.672%
* DP Area at 0.002963 mm^2
* Layout area overhead at 7.050%
* Setup Total Neg Slack at 0 ns
* Final ANT Viol Nets at 0
* Root Buffer: clkbuf_8
* # hold bufs at CTS at 0
* Global Route Usage Sum at 24.58%
* CP cell instances: clkdlybuf4s50_1 -> buf_4 -> nor2b_1 -> a22oi_1 -> a21o_1 -> ha_1 -> a41o_1 -> a21oi_1 -> a32oi_2 -> buf_4 -> and2_1
* PD cells at 153.4 mW/mm^2
* Fin crit period at 5.412 ns
* AO/OA Area Share at 25.11%
* Ant. Diodes at 0
* Startpoint Class: input port
* Adder Area Share at 8.703%
* Critical path endpoint category: register
* Final instance area at 0.003078 mm^2
* Fin. Hold Viols at 0
* CORE AREA at 0.005540 mm^2
* Synthesized area at 0.002875 mm^2
* Async SR Flop Fraction at 0%
* Top non-seq family: simple AND/OR/NAND/NOR gates
* Die width at 77.83 um
* Max Cap Viol at 0
* Worst Slack Setup Final at 4.688 ns
* Critical Path Max Stage Delay at 0.74 ns
* Clock network power share at 26.8%
* Final wirelength at 6.812 mm
* Leak at 1.148 nW
* RD Place Congestion at 0.9193
* Synth warn at 161
* Number of flops mapped to enable cells by yosys at 1
* Input/output buffers at 6
* CTS buffer count at 5
* Yosys simple share at 27.02%
* Via count at 2675
* Mapped Cells at 387
* Peak supply drop at 109.2 uV
* CTS sink count at 33
* Critical-path top delay cell: a32oi_2
* Htree depth at 2
* Cell Type Count at 55
* Crit Path Category: input port to register
* Resized Gates After CTS at 0
* Ys cells at 387
* Tool warning count at 25
* DR pass1 iterations at 4
* MUX share of area at 1.131%
* Number of global-route vias before repair at 2335
* Largest net degree at the start of global routing at 50
* Fin Clk Skew at 0.01105 ns
* Clk ins delay skew pair at 0.29 ns
* Switching Fraction at 38.77%
* WL per Instance at 15.14 um
* Flop pwr share at 36.7%
* Power, Total at 0.0004722 W
* Drt drc at 0
* Chip Area at 0.006058 mm^2
* Worst Hold Depth at 1
* Commonest flop: dfxtp_1
* DP Worst Slack at 4.438 ns
* RSZ-0062 raised after global routing: no
* CTS tree: built
* Cell Int Power at 0.0002892 W
* Fp_density at 51.90%
* Yosys xor share at 9.443%
* Reg clk slew, reported paths at 0.08 ns
* Die height at 77.83 um
* Critical path's most frequent cell: buf_4
* Finish-stage setup viols at 0
* Hold crit path type: register to register
* Max Root-Sink Buffers at 2
* Top logic cells by instance count in the layout: a21oi_1 (51), nand2_1 (36), dfxtp_1 (32), o21ai_0 (30)
* Most used logic cell in the final layout: a21oi_1
* # IOs at 7
* FP Rows at 27
* Switching pwr at 0.0001831 W
==> flip-flops by register name (all words and copies together) (netlist names) <==
| register | cells |
|---|---|
| counter | 32 |
| pwm | 1 |
==> metrics by stage <==
| step | std cells | utilization [%] |
|---|---|---|
| 2_1_floorplan | 387 | - |
| 3_3_place_gp | 442 | 53.48 |
| 3_5_place_dp | 442 | 53.48 |
| 4_1_cts | 450 | 55.56 |
| 5_1_grt | 450 | 55.56 |
| 6_report | 450 | 55.56 |
==> power by group through the flow <==
| stage | Sequential (W) | Combinational (W) | Clock (W) |
|---|---|---|---|
| after CTS | 0.000174 | 0.000173 | 0.000130 |
| final | 0.000173 | 0.000172 | 0.000127 |
| after global routing | 0.000178 | 0.000194 | 0.000136 |
==> worst max-delay path: cells and delay by family <==
kind / cells / cell delay, ns
adder cells (fa/ha/maj): 1 / 0.31
AND/OR/NAND/NOR: 2 / 0.59
AND-OR/OR-AND: 5 / 1.36
buffers and inverters: 3 / 1.14
==> metal layers <==
layer	vias to the layer above	global-route usage, %	part of all wire [%]
li1	1403	-	-
met1	1236	41.00	54
met2	34	35.58	43
met3	2	2.509	2.8
met4	0	1.887	0.46
met5	-	0	0
==> logic make-up after synthesis <==
| kind of cell | count (synthesis) |
|---|---|
| xor+xnor | 31 |
| fa+ha+maj | 20 |
| buf+inv | 36 |
| mux | 3 |
| compound gates | 121 |
| flops | 33 |
| simple gates | 143 |
==> synthesized netlist by cell type, types with 3 or more instances <==
cell type,count,area (um^2)
a21oi_1,51,255.2
nand2_1,36,135.1
dfxtp_1,32,640.6
o21ai_0,30,150.1
ha_1,20,250.2
xnor2_1,20,175.2
clkbuf_1,18,67.56
nor2_1,18,67.56
nand3_1,17,85.08
nor4_1,14,87.58
nand2b_1,11,68.82
xor2_1,11,96.34
nor2b_1,8,50.05
nor3_1,7,35.03
a22oi_1,6,45.04
inv_1,6,22.52
a21o_1,5,37.54
and3_1,5,31.28
buf_1,5,18.77
buf_2,5,25.02
nand4_1,5,31.28
or3_1,5,31.28
a211oi_1,4,30.03
a221oi_1,3,26.28
nor3b_1,3,22.52
o211ai_1,3,22.52
o31ai_1,3,22.52
or2_2,3,18.77
==> worst paths after layout <==
check	start	to	slack [ns]
hold reg to reg	counter[0]	counter[0]	0.48
hold / removal	counter[0]	counter[0]	0.48
setup / recovery	note[2]	pwm	4.69
setup reg to reg	counter[5]	pwm	7.57
==> layout make-up <==
type | instances | area, um^2
inverter | 6 | 22.52
fill | 542 | 2462
tap | 72 | 90.09
clock buffer | 5 | 68.82
multi-input combinational | 318 | 2067
timing repair buffer | 13 | 112.6
clock inverter | 3 | 46.29
sequential | 33 | 670.6
Power is estimated from default activity; no workload was simulated.
